==> design/flow/design.v <==
`timescale 1ns / 1ps
module digital_clock(
    input wire clk,               
    input wire enb,              
    input wire sw0,              
    input wire sw1,              
    input wire sw2,              
    input wire [3:0] btn,        
    output reg [5:0] hour,       
    output reg [5:0] min,        
    output reg [5:0] sec         
);
    localparam MAX_HOUR = 6'd23;
    localparam MAX_MIN  = 6'd59;
    localparam MAX_SEC  = 6'd59;
    wire [3:0] btn_edge;
    generate
        genvar i;
        for (i = 0; i < 4; i = i + 1) begin : btn_edges
            edgeDetector edge_det(
                .sig(btn[i]),
                .clk(clk),
                .p(btn_edge[i])
            );
        end
    endgenerate
    always @(posedge clk) begin
        if (|btn_edge && !sw2) begin
            case (btn_edge)
                4'b0001: begin  
                    if (sw1) begin
                        if (min >= MAX_MIN) begin
                            min <= 0;
                            hour <= (hour >= MAX_HOUR) ? 0 : hour + 1;
                        end
                        else min <= min + 1;
                    end
                end
                4'b0010: begin  
                    if (sw1) begin
                        hour <= (hour >= MAX_HOUR) ? 0 : hour + 1;
                    end
                end
            endcase
        end
        else if (enb) begin
            if (sec >= MAX_SEC) begin
                sec <= 0;
                if (min >= MAX_MIN) begin
                    min <= 0;
                    hour <= (hour >= MAX_HOUR) ? 0 : hour + 1;
                end
                else min <= min + 1;
            end
            else sec <= sec + 1;
        end
    end
endmodule
`timescale 1ns / 1ps
module edgeDetector(
    input wire sig,      
    input wire clk,      
    output wire p        
);
    reg [1:0] sig_ff;
    always @(posedge clk) begin
        sig_ff[0] <= sig;         
        sig_ff[1] <= sig_ff[0];   
    end
    assign p = sig_ff[0] & ~sig_ff[1];
endmodule
==> design/flow/run.sh <==
#!/bin/bash
# OpenROAD 26Q1-2900-gdf79404cd8, Yosys 0.63+post, stock flow scripts
make -C /OpenROAD-flow-scripts/flow DESIGN_CONFIG=/design/flow/config.mk WORK_HOME=/design/flow/orfs finish
==> design/flow/config.mk <==
export PLATFORM = sky130hd
export DESIGN_NAME = digital_clock
export DESIGN_NICKNAME = digital_clock
export VERILOG_FILES = /design/flow/design.v
export SDC_FILE = /design/flow/constraint.sdc
export NUM_CORES = 4
export LEC_CHECK = 1
export CORE_AREA = 10 10 100 100
export DIE_AREA = 0 0 110 110
==> design/flow/constraint.sdc <==
current_design digital_clock

set clk_period 3.5
set clk_io_pct 0.2

create_clock -name clk0 -period $clk_period [get_ports {clk}]

set non_clock_inputs [all_inputs -no_clocks]
set_input_delay [expr $clk_period * $clk_io_pct] -clock clk0 $non_clock_inputs
set_output_delay [expr $clk_period * $clk_io_pct] -clock clk0 [all_outputs]
==> results.cfg <==
; flow metrics
[worst_setup_path]
worst-setup-path-type = register to primary output
cp_max_fo = 7
crit_chain = clkdlybuf4s50_1
critPathSlowestCell = clkdlybuf4s50_1
start_kind = register
timing.critical_path.buf_inv = 1
critPathArrivalTime_ps = 1290
cpLargestDelayFamily = buffers and inverters
rr_startpoint = min[0]$_SDFFCE_PN0P_
critPathMaxStageDelay_ps = 520
cp.required_ps = 2800
endpoint_kind = primary output
crit_start = hour[2]$_DFFE_PP_

[sta]
hold_viol_final = 0
slew_violations = 0
fmax_ghz = 0.502
fin_tns_setup_ps = 0
relSlewSlack = 0.810
worst_slew_pin_slew_ps = 281
rsz0062_at_grt = false
period_used_share = 0.569
setup_viol = 0
skew_ps = 3.62
hold_ws_ps = 351
min_period_ps = 1990

[clocking]
cts.repair.resized = 0
root_buffer = clkbuf_8
cts_tree = done
cts_buffers = 3
postCtsSetupBuffers = 0
cts.sinks = 26
clk_path_buf_depth = 2
clk_pin_slew_ps = 90
postCtsHoldBufs = 0
cts_max_level = 1
clk_latency_ps = 270

[die]
chipHeight_um = 110
rows = 32
core_area_um2 = 7810
die_x_um = 110
io_pins = 27
chipArea_um2 = 12100
fp_util = 0.153

[worst_hold_path]
hp-start = btn_edges[3].edge_det.sig_ff[0]$_DFF_P_
hold_path_class = register to register

[synth]
syn_inst = 96
yosys.area_share.adder = 0.0314
yosys_warnings = 2
ys_seq_elements = 26
synth.distinct_cells = 35
aoi_share = 0.164
flop_cell = edfxtp_1
edf_count = 18
top_logic_kind = simple AND/OR/NAND/NOR gates
simple_gate_area_frac = 0.186
syn_avg_cell_area_um2 = 12.4
synth_area_um2 = 1190
ys_cells = 96
topCellsByArea = edfxtp_1 (45%), dfxtp_1 (13%), o21ai_0 (4.2%), ha_1 (3.1%), xnor2_1 (2.9%)
yosys_area_um2 = 1190
top_area_frac = 0.453
synthXorXnorAreaFrac = 0.0294
mux_area_frac = 0
ys_seq_frac = 0.587
synth_top_cell_by_area = edfxtp_1
async_flop_share = 0

[placed_design]
portBuffers = 25
dp_hpwl_mm = 1.94
gp_congestion = 0.748

[routing]
drt-initial-drc-count = 41
ant_nets = 0
dr_total_vias = 820
drtPass1Iterations = 4
wire_per_inst_um = 10.9
antenna_cells = 0
drc = 0
via_per_inst = 3.58
drt_wl_total_mm = 2.50

[run]
log.warning_count = 26
drv_cap = 0

[finish]
syn2layout_area_growth_pct = 37.5
drive_above_1_share = 0.142
final_layout_top_logic_cells = clkdlybuf4s50_1 (25), edfxtp_1 (18), o21ai_0 (10), dfxtp_1 (8), nand2_1 (7)
layout.cells.most_common = clkdlybuf4s50_1

[grt]
grt_usage = 0.0420
first_global_vias = 822
grt_max_degree = 15
gr-total-overflow = 0
grt_first_pass_wirelength_mm = 4.03
antenna_found_initial = 0

[power]
p_leak_nw = 0.556
report.power.total_mw = 0.621
ir_drop_uv = 162
pwr_density_cell_nw_per_um2 = 378

[run_status]
status = finished clean
[final timing paths]
check | end | slack [ps] | cells past startpoint
max | hour[2] | 1510 | 1
min | btn_edges[3].edge_det.sig_ff[1]$_DFF_P_ | 350 | 0
max reg2reg | hour[2]$_DFFE_PP_ | 1630 | 5
min reg2reg | btn_edges[3].edge_det.sig_ff[1]$_DFF_P_ | 350 | 0
[Yosys cell counts (2+ instances only)]
| master | number |
|---|---|
| o21ai_1 | 2 |
| ha_1 | 3 |
| xnor2_1 | 4 |
| nand2_1 | 7 |
| nor2_1 | 6 |
| edfxtp_1 | 18 |
| and2b_2 | 2 |
| a21oi_1 | 3 |
| nor2b_1 | 4 |
| nand3_1 | 3 |
| a31oi_1 | 4 |
| o21ai_0 | 10 |
| dfxtp_1 | 8 |
[report_power, final]
group | switching (mW) | total [mW] | internal [mW] | leakage, nW
clock network | 0.0918 | 0.192 | 0.100 | 0.0288
registers | 0.0143 | 0.361 | 0.346 | 0.234
logic | 0.0266 | 0.0677 | 0.0411 | 0.293
[metal layers]
| layer | global-route usage | vias up | wire length (um) | part of all wire |
|---|---|---|---|---|
| li1 | - | 422 | - | - |
| met1 | 0.0602 | 374 | 1240 | 0.50 |
| met2 | 0.0614 | 22 | 996 | 0.40 |
| met3 | 0.0170 | 2 | 248 | 0.099 |
| met4 | 0.00279 | 0 | 10 | 0.0040 |
| met5 | 0 | - | 0 | 0 |
[registers in the layout (all words and copies together), names as in the netlist]
signal and cells:
btn_edges.edge_det.sig_ff 8, hour 6, min 6, sec 6
[final cells by class]
class | instances | area, um^2
clock buffers | 4 | 55.1
well taps | 102 | 128
repair buffers | 27 | 265
multi-input cells | 69 | 489
flip-flops and latches | 26 | 701
fillers | 845 | 6170
inverters | 1 | 3.75
[through the flow]
stage | std cells | cell area (um^2) | utilization | worst slack [ps]
after floorplan | 96 | 1190 | - | 1620
after global placement | 225 | 1590 | 0.203 | 1210
after detailed placement | 225 | 1590 | 0.203 | 1230
after CTS | 229 | 1640 | 0.210 | 1500
after global routing | 229 | 1640 | 0.210 | 1440
final | 229 | 1640 | 0.210 | 1510
[worst register-to-register path: stages (launching register included)]
cell and delay [ps]:
edfxtp_1 430, ha_1 290, o2111a_2 340, a21oi_4 260, nor4b_2 90, a211o_1 230
[cells by family (layout without fill, tap and decap cells)]
kind of cell    after synthesis  after routing
simple gates                 34             34
fa+ha+maj                     3              3
xor+xnor                      4              4
compound gates               28             28
buf+inv                       1             32
flops                        26             26
Power figures rest on the tool's default switching activity, not on a simulated workload.
