$ cat flow/design.v
`timescale 1ns / 1ps
module buttons(
    input wire clk,               
    input wire enb,              
    input wire sw0,              
    input wire sw1,              
    input wire [3:0] btn,        
    output reg [5:0] a_hour,     
    output reg [5:0] a_min       
);
    localparam [5:0] MAX_HOUR = 6'd23;
    localparam [5:0] MAX_MIN = 6'd59;
    wire [3:0] btn_edge;
    generate
        genvar i;
        for (i = 0; i < 4; i = i + 1) begin : btn_edges
            edgeDetector edge_det(
                .sig(btn[i]),
                .clk(clk),
                .p(btn_edge[i])
            );
        end
    endgenerate
    always @(posedge clk) begin
        if (|btn_edge) begin
            case (btn_edge)
                4'b0100: begin  
                    if (a_min >= MAX_MIN) begin
                        a_min <= 0;
                        a_hour <= (a_hour >= MAX_HOUR) ? 0 : a_hour + 1;
                    end
                    else begin
                        a_min <= a_min + 1;
                    end
                end
                4'b1000: begin  
                    if (a_hour >= MAX_HOUR)
                        a_hour <= 0;
                    else
                        a_hour <= a_hour + 1;
                end
            endcase
        end
    end
endmodule
`timescale 1ns / 1ps
module edgeDetector(
    input wire sig,      
    input wire clk,      
    output wire p        
);
    reg [1:0] sig_ff;
    always @(posedge clk) begin
        sig_ff[0] <= sig;         
        sig_ff[1] <= sig_ff[0];   
    end
    assign p = sig_ff[0] & ~sig_ff[1];
endmodule
$ cat flow/constraint.sdc
current_design buttons

set clk_period 2.9
set clk_io_pct 0.2

create_clock -name clk0 -period $clk_period [get_ports {clk}]

set non_clock_inputs [all_inputs -no_clocks]
set_input_delay [expr $clk_period * $clk_io_pct] -clock clk0 $non_clock_inputs
set_output_delay [expr $clk_period * $clk_io_pct] -clock clk0 [all_outputs]
$ cat flow/config.mk
export PLATFORM = sky130hd
export DESIGN_NAME = buttons
export DESIGN_NICKNAME = buttons
export VERILOG_FILES = /design/flow/design.v
export SDC_FILE = /design/flow/constraint.sdc
export NUM_CORES = 4
export LEC_CHECK = 1
export CORE_AREA = 10 10 76 76
export DIE_AREA = 0 0 86 86
$ cat flow/run.sh
#!/bin/bash
# OpenROAD 26Q1-2900-gdf79404cd8, Yosys 0.63+post, stock flow scripts
make -C /OpenROAD-flow-scripts/flow DESIGN_CONFIG=/design/flow/config.mk WORK_HOME=/design/flow/orfs finish
==> deck_impl_summary.md <==
Key Metrics from the Run

Outcome
  • Outcome: finished, final reports clean

STA
  • Hold Slack: 352.1 ps
  • Period minus WS final: 1812 ps
  • Tcrit/Tclk final: 62.47%
  • RSZ-0062 raised after global routing: false
  • Final Max Tran Viols: 0
  • Endpoints failing setup: 0
  • Clk_skew: 3.335 ps
  • Fin. Hold Viols: 0
  • Setup TNS: 0 ps
  • Fmax: 552.0 MHz

Drt
  • Wl on met1: 637 um
  • DR top layer: met4
  • Routed length per instance: 10.48 um
  • WL met3: 73 um
  • Metal2 WL: 641 um
  • # DRC: 0
  • TritonRoute pass-1 iters: 4
  • Via count: 504
  • Final ANT Viol Nets: 0
  • Initial DRC count: 59
  • Final wirelength: 1373 um
  • N_diodes: 0
  • Vias/cell: 3.847

Final layout
  • Logic area: 252.7 sq um
  • Layout cells sized above 1: 9.877%
  • Tally of filler cells in the layout: 427
  • Non-Filler Cell Area, Final: 1049 sq um
  • Area grow syn2layout: 33.65%
  • FF/Latch Area: 520.5 sq um

Floorplanning
  • Core Util at FP: 19.06%
  • Die height: 86 um
  • Chip width: 86 um
  • Die ar.: 7396 sq um
  • Core area: 4115 sq um
  • # IOs: 20
  • Std cell rows: 23

GRT
  • GRT Util Overall: 3.796%
  • Global-route wire length before repair: 2366 um
  • Initial antenna violation count: 0
  • Vias in the first global route: 556
  • Total grt overflow: 0
  • Largest net degree at the start of global routing: 11

CTS
  • Skew-Pair Late Insertion Delay: 250 ps
  • # H-tree levels: 1
  • CTS tree: done
  • CTS sink count: 20
  • CTS max path bufs: 2
  • Post-cts hold buffer count: 0
  • Reg clk slew, reported paths: 70 ps
  • Root Buffer Master: clkbuf_8
  • CTS buffer count: 3
  • Post-cts sizing count: 0
  • Total setup buffers inserted after CTS: 0

Placement
  • Port Buffers: 16
  • Post-DP HPWL: 1071 um
  • Gp weighted congestion: 0.6754
  • Dpl cell area: 1007 sq um

Synth
  • EDFF count, synth: 12
  • Post-synth seq share: 66.35%
  • Top_reg_cell synth: edfxtp_1
  • Asr flop ratio synth: 0%
  • Yosys cell count: 62
  • Mapped Cells: 62
  • Cell area after synthesis: 784.5 sq um
  • Distinct cells, synth: 25
  • Synth warn: 2
  • Ys flops: 20
  • Post-synthesis chip area from yosys: 784.5 sq um
  • Syn_area_per_cell: 12.65 sq um

Setup path
  • Worst path slowest cell: clkdlybuf4s50_1
  • CP Cell Sequence: clkdlybuf4s50_1
  • Max incr delay on CP: 520 ps
  • Critical Path AT: 1230 ps
  • Critical path's top delay family: buffers and inverters
  • Bufs and invs on worst path: 1
  • Critical Path End Type: primary output
  • Kind of critical path: reg -> out
  • Max FO, Critical Path: 7
  • CP startpoint kind: flop
  • CP required: 2320 ps

Power and ir drop
  • PwrDens: 501.2 nW/um^2
  • Total power: 525.6 uW
  • Max IR drop VDD: 0.1834 mV
  • LEAKAGE: 0.3768 nW

Run
  • Maxcap violations: 0
  • Tool warnings: 28

Min path
  • Worst hold path type: reg -> reg
[layout by cell type (no fill, tap or decap), types with 3 or more instances in the layout]
master | netlist | routed
xnor2_1 | 3 | 3
nor2_1 | 8 | 8
edfxtp_1 | 12 | 12
o21ai_0 | 3 | 3
clkdlybuf4s50_1 | 0 | 16
inv_1 | 3 | 3
clkbuf_8 | 0 | 3
dfxtp_1 | 8 | 8
[synth_stat cells (2+ instances only)]
library cell / instances / area [sq um]
a21o_1: 2 / 15.01
a21oi_1: 2 / 10.01
nor2_1: 8 / 30.03
edfxtp_1: 12 / 360.4
dfxtp_1: 8 / 160.2
xnor2_1: 3 / 26.28
nand2_1: 2 / 7.510
nand3_1: 2 / 10.01
inv_1: 3 / 11.26
a31oi_1: 2 / 12.51
o21ai_0: 3 / 15.01
ha_1: 2 / 25.02
[cell families (layout without fill, tap and decap cells)]
| logic type | count (synthesis) | in the layout | share of synthesized area, % |
|---|---|---|---|
| xor gates and xnor gates | 4 | 4 | 4.467 |
| other | 1 | 1 | 0.4780 |
| adders and majority gates | 2 | 2 | 3.189 |
| buffers and inverters | 3 | 22 | 1.435 |
| DFF | 20 | 20 | 66.35 |
| and+or+nand+nor | 20 | 20 | 13.88 |
| AOI/OAI and AO/OA | 12 | 12 | 10.21 |
[layout make-up]
type / instances / share of cell area [%]
Tap cell: 50 / 5.967
Inverter: 3 / 1.074
Clock buffer: 3 / 3.938
Timing Repair Buffer: 16 / 15.27
Multi-Input combinational cell: 39 / 24.10
Sequential cell: 20 / 49.64
[through the flow]
stage	setup slack [ps]	std cells	utilization, %
floorplan	1414	62	-
global placement	1245	128	24.48
detailed placement	1224	128	24.48
CTS	1068	131	25.48
global route	1021	131	25.48
finish	1088	131	25.48
[power by group]
group | total (mW) | switching [mW] | internal [mW] | leakage [nW]
clock | 0.172 | 0.0797 | 0.0922 | 0.0216
sequential | 0.320 | 0.00743 | 0.313 | 0.179
combinational | 0.0332 | 0.0125 | 0.0208 | 0.177
[layer usage]
metal,GRT usage (%),vias up
li1,-,261
met1,4.922,226
met2,6.085,13
met3,1.239,4
met4,0.7485,0
met5,0,-
[path summary, 6_finish.rpt]
| kind | start | endpoint | slack [ps] | cells after the start |
|---|---|---|---|---|
| setup / recovery | a_min[3] | a_min[3] | 1090 | 1 |
| hold / removal | btn_edges[1].edge_det.sig_ff[0] | btn_edges[1].edge_det.sig_ff[1] | 350 | 0 |
| setup reg to reg | a_min[0] | a_hour[2] | 1220 | 4 |
| hold reg to reg | btn_edges[1].edge_det.sig_ff[0] | btn_edges[1].edge_det.sig_ff[1] | 350 | 0 |
[registers in the layout, summed over array words and instances (netlist names)]
name                       flops
a_min                          6
a_hour                         6
btn_edges.edge_det.sig_ff      8
Power figures rest on the tool's default switching activity, not on a simulated workload.
