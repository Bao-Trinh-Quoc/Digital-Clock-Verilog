===== run.sh =====
#!/bin/bash
# OpenROAD 26Q1-2900-gdf79404cd8, Yosys 0.63+post, stock flow scripts
make -C /OpenROAD-flow-scripts/flow DESIGN_CONFIG=/design/flow/config.mk WORK_HOME=/design/flow/orfs finish

===== config.mk =====
export PLATFORM = sky130hd
export DESIGN_NAME = alarmClk
export DESIGN_NICKNAME = alarmClk
export VERILOG_FILES = /design/flow/design.v
export SDC_FILE = /design/flow/constraint.sdc
export NUM_CORES = 4
export LEC_CHECK = 1
export CORE_UTILIZATION = 40

===== constraint.sdc =====
current_design alarmClk

set clk_period 5.1
set clk_io_pct 0.2

create_clock -name clk0 -period $clk_period [get_ports {clk}]

set non_clock_inputs [all_inputs -no_clocks]
set_input_delay [expr $clk_period * $clk_io_pct] -clock clk0 $non_clock_inputs
set_output_delay [expr $clk_period * $clk_io_pct] -clock clk0 [all_outputs]

===== design.v =====
`timescale 1ns / 1ps
module alarmClk(
    input wire clk,                     
    input wire [3:0] btn,              
    input wire sw0,                     
    input wire [5:0] c_hour,           
    input wire [5:0] c_min,            
    input wire [5:0] c_sec,            
    input wire [5:0] a_hr,             
    input wire [5:0] a_min,            
    output reg [3:0] min1,             
    output reg [3:0] min2,             
    output reg [3:0] hr1,              
    output reg [3:0] hr2,              
    output reg alarm                    
);
    wire [3:0] c_hr1, c_hr2, c_min1, c_min2;
    wire [3:0] a_hr1, a_hr2, a_min1, a_min2;
    localparam SHOW_CURRENT = 2'b00;
    localparam SHOW_ALARM = 2'b01;
    reg [1:0] display_state;
    reg [19:0] display_timer;   
    wire [3:0] btn_edge;
    generate
        genvar i;
        for (i = 0; i < 4; i = i + 1) begin : btn_edges
            edgeDetector edge_det(
                .sig(btn[i]),
                .clk(clk),
                .p(btn_edge[i])
            );
        end
    endgenerate
    always @(posedge clk) begin
        if (!sw0) begin
            alarm <= 1'b0;
        end
        else begin
            if ({c_hour, c_min} == {a_hr, a_min} && c_sec < 6'd59) begin
                alarm <= 1'b1;
            end
            else begin
                alarm <= 1'b0;
            end
        end
    end
    always @(posedge clk) begin
        if (!btn_edge[2] && !btn_edge[3] && display_timer == 0) begin
            display_state <= SHOW_CURRENT;
        end
        else if (|btn_edge) begin
            case (btn_edge)
                4'b0100, 4'b1000: begin   
                    display_state <= SHOW_ALARM;
                    display_timer <= 20'd1000000;  
                end
            endcase
        end
        else if (display_timer > 0) begin
            display_timer <= display_timer - 1;
        end
        case (display_state)
            SHOW_ALARM: begin
                hr1 <= a_hr1;
                hr2 <= a_hr2;
                min1 <= a_min1;
                min2 <= a_min2;
            end
            default: begin   
                hr1 <= c_hr1;
                hr2 <= c_hr2;
                min1 <= c_min1;
                min2 <= c_min2;
            end
        endcase
    end
    assign c_hr1 = c_hour / 6'd10;
    assign c_hr2 = c_hour % 6'd10;
    assign c_min1 = c_min / 6'd10;
    assign c_min2 = c_min % 6'd10;
    assign a_hr1 = a_hr / 6'd10;
    assign a_hr2 = a_hr % 6'd10;
    assign a_min1 = a_min / 6'd10;
    assign a_min2 = a_min % 6'd10;
endmodule
`timescale 1ns / 1ps
module edgeDetector(
    input wire sig,      
    input wire clk,      
    output wire p        
);
    reg [1:0] sig_ff;
    always @(posedge clk) begin
        sig_ff[0] <= sig;         
        sig_ff[1] <= sig_ff[0];   
    end
    assign p = sig_ff[0] & ~sig_ff[1];
endmodule

==> results.yml <==
# synthesis and place-and-route metrics
status:
  status: "finished clean"
timing:
  timing.setup.tns_ns: 0
  rsz0062_at_grt: "no"
  worst_slew_pin_slew_ns: 0.478
  setup_viol: 0
  slew_viol_final: 0
  hold_viol: 0
  finalCritPeriodShare: 0.600
  finalCriticalPeriod_ns: 3.06
  whs_ns: 0.354
  worst_slack_ns: 2.04
  clock_skew_ns: 0.00991
  fmax_mhz: 327
  relSlewSlack: 0.672
critical_path:
  path_cells: "clkdlybuf4s50_1 -> mux2i_2 -> ha_1 -> inv_1 -> o211a_1 -> a211oi_1 -> o2bb2ai_1 -> ha_1 -> a31oi_1 -> o22ai_1"
  crit_top_cell: "ha_1"
  rr_worst_depth: 10
  slowest_delay_ns: 0.45
  endpoint: "hr2[3]"
  cp-start-kind: "input pin"
  critPathRequiredTime_ns: 5.29
  worst_path_max_delay_cell: "clkdlybuf4s50_1"
  endpoint_kind: "register"
  r2r_setup_slack_ns: 2.48
  r2r-start: "display_state[1]"
  crit_type: "input pin to register"
  cp_max_fo: 8
  rr_endpoint: "hr2[3]"
  cp-startpoint: "a_hr[4]"
  crit_arrival_ns: 3.25
place:
  dp_cells: 365
  gp_congestion: 0.878
  dp_hpwl_mm: 3.50
  pre_cts_ws_ns: 1.74
  port_buffers: 50
yosys:
  yosys-stat-area_um2: 2470
  yosysUniqueCellTypes: 56
  flop_cell: "dfxtp_1"
  synth_area_um2: 2470
  ys_warn_count: 2
  ys_cells: 243
  syn_area_per_cell_um2: 10.2
  async_reset_ff_frac: 0
  yosys.stat.seqShare: 0.437
  syn_inst: 243
  edf_count: 20
  ys_ff: 44
global_routing:
  antenna_found_initial: 0
  grt_use_total: 0.165
  grt.overflow.total: 0
  grt_max_degree: 21
  grt_pass1_vias: 1719
  grt_pass1_wl_mm: 7.96
pwr:
  power_leakage_uw: 0.00117
  p_per_area_nw_per_um2: 273
  p_int_uw: 643
  seq_power_share: 0.487
  p_comb_frac: 0.194
  p_sw_frac: 0.251
  p_sw_uw: 216
  p_clk_frac: 0.318
  peakVddDrop_mv: 0.141
clock_network:
  tritoncts: "built"
  cts_root_buf: "clkbuf_8"
  numCtsBuffers: 5
  clockBufferDepth: 2
  insertion_delay_ns: 0.30
  numClockSinks: 44
  cts_setup_buffers: 0
  h-tree-depth: 2
  clk_pin_slew_ns: 0.09
  ctsHoldBuffers: 0
  postCtsResizedCells: 0
floorplanning:
  std_cell_rows: 28
  core_area_um2: 5960
  ioPinCount: 53
  core_util_floorplan: 0.415
  die_w_um: 80.6
  die_height_um: 80.6
  die_area_um2: 6500
routing:
  num_vias: 1884
  drc: 0
  antennaDiodeCount: 0
  dr_wl_met3_um: 230
  firstDrtPassIters: 4
  vias_per_cell: 5.05
  wl_met1_mm: 2.34
  finalWirelength_mm: 4.70
  wl_met2_mm: 2.08
  ant_nets: 0
  wl_per_cell_um: 12.6
  drtIter0Drc: 86
  topRoutingLayerUsed: "met4"
cells_and_area:
  n_fill_cell: 542
  fin_cells: 373
  area_growth_pct: 27.6
  drive_above_1_share: 0.111
  layout_top_cells: "50 x clkdlybuf4s50_1, 24 x dfxtp_1, 23 x nor2_1, 22 x nand2_1, 20 x edfxtp_1"
  lay_top_count: "clkdlybuf4s50_1"
min_path:
  hp-class: "register to register"
job:
  maxCapViolations: 0
  warnings: 25
[metal layers]
metal,GRT usage,vias up
met5,0,-
met4,0.0179,0
met2,0.247,35
li1,-,984
met3,0.0427,5
met1,0.255,860
[power groups by stage]
stage	combinational, uW	clock [uW]	sequential, uW
after CTS	168	284	419
after global routing	189	303	423
final	167	274	419
[cell usage after synthesis, types with 2 or more instances]
cell type | number | share of area
nor3_1 | 6 | 0.012
nor2b_1 | 2 | 0.0051
o22ai_1 | 3 | 0.0076
mux2i_4 | 2 | 0.018
ha_1 | 5 | 0.025
o211a_1 | 3 | 0.012
mux2_4 | 2 | 0.012
or3_1 | 3 | 0.0076
or2_2 | 2 | 0.0051
a31oi_1 | 3 | 0.0076
nand2_1 | 22 | 0.033
mux2i_1 | 6 | 0.024
inv_1 | 6 | 0.0091
nand3_1 | 3 | 0.0061
nand2b_1 | 4 | 0.010
a21o_1 | 2 | 0.0061
nor4_1 | 3 | 0.0076
nor4_4 | 2 | 0.017
buf_4 | 2 | 0.0061
xor2_1 | 13 | 0.046
or4_1 | 3 | 0.0091
xnor2_1 | 15 | 0.053
inv_2 | 2 | 0.0030
a21oi_1 | 19 | 0.038
buf_6 | 2 | 0.0091
mux2_2 | 6 | 0.027
o21ai_0 | 9 | 0.018
nor2_1 | 23 | 0.035
edfxtp_1 | 20 | 0.24
dfxtp_1 | 24 | 0.19
[area by class of cell]
type                            instances  area (um^2)  area share
Clock inverter                          3         46.3      0.0147
Tap cell                               75         93.8      0.0298
Clock buffer                            5         68.8      0.0218
Sequential cell                        44         1080       0.343
Multi-Input combinational cell        186         1320       0.418
Timing Repair Buffer                   52          515       0.163
Inverter                                8         30.0     0.00952
[sequential cells by signal, indices dropped and copies added, names as in the netlist]
register and cells:
display_timer 20, min1 3, alarm 1, hr2 4, hr1 3, min2 4
btn_edges.edge_det.sig_ff 8, display_state 1
[worst max-delay path, delay by kind of cell]
kind / cells / cell delay, ns
adders and majority gates: 2 / 0.52
AOI/OAI and AO/OA: 5 / 0.79
buffers and inverters: 2 / 0.51
muxes: 1 / 0.40
[metrics by stage]
stage	util	cell area, um^2	power, uW
floorplan	-	2470	515
global placement	0.510	3040	594
detailed placement	0.510	3040	594
CTS	0.529	3150	872
global route	0.529	3150	915
finish	0.529	3150	859
[worst min path at each step]
stage                          startpoint                         endpoint  slack (ns)  cells past startpoint
5_1_grt   btn_edges[3].edge_det.sig_ff[0]  btn_edges[3].edge_det.sig_ff[1]        0.37                      0
6_report  btn_edges[1].edge_det.sig_ff[0]  btn_edges[1].edge_det.sig_ff[1]        0.35                      0
4_1_cts   btn_edges[1].edge_det.sig_ff[0]  btn_edges[1].edge_det.sig_ff[1]        0.36                      0
[kinds of logic (layout without fill, tap and decap cells)]
family / count (synthesis) / in the layout / share of synthesized area
buffers and inverters: 14 / 68 / 0.0309
other: 1 / 2 / 0.00152
AND-OR/OR-AND: 53 / 53 / 0.139
flip-flops: 44 / 44 / 0.437
adder cells (fa/ha/maj): 5 / 5 / 0.0253
multiplexers: 17 / 17 / 0.0876
XOR/XNOR: 28 / 28 / 0.0992
AND/OR/NAND/NOR: 81 / 81 / 0.179
Power and IR drop assume default switching activity.
